==> ./design.v <==
module dir_detector(i_clk, i_rst, i_enb, o_dir, i_data, o_valid);
localparam ALEN = 240;
localparam C = 9'd437;
	input i_clk;
	input i_rst;
	input i_enb;
	input signed [7:0] i_data;
   output [2:0] o_dir;
   output o_valid;
wire signed [7:0] w_vx;
wire signed [7:0] w_vy;
reg signed [16:0] w_vx2;
reg signed [16:0] w_vy2;
reg signed [17:0] w_vxy2;
reg signed [26:0] w_cvxy2;
reg signed [26:0] w_svx2;
reg signed [26:0] w_svy2;
reg signed [7:0] ps[ALEN];
reg [7:0] index;
reg r_ovalid;
reg [2:0] r_dout;
typedef enum {s_RECEIVING, s_PROCESSING0, s_PROCESSING1} dir_state;
dir_state 					           state          = s_RECEIVING;
always @(posedge i_clk) begin
	if (i_rst) begin
		state <= s_RECEIVING;
		index <= 0;
		r_ovalid <= 1'b0;
	end else begin
		case (state)
			s_RECEIVING: begin
				r_ovalid <= 1'b0;
				if (i_enb) begin
					ps[index] <= i_data;
					if (index == ALEN - 1) begin
						index <= 0;
						state <= s_PROCESSING0;
					end else
						index <= index + 1'b1;
				end
			end
			s_PROCESSING0: begin
				w_vx2 = w_vx * w_vx;
				w_vy2 = w_vy * w_vy;
				w_vxy2 <= w_vx2 + w_vy2;
				state <= s_PROCESSING1;
				r_ovalid <= 1'b0;
			end
			s_PROCESSING1: begin
				w_cvxy2 = C * w_vxy2;
				w_svx2 = w_vx2 << 9;
				w_svy2 = w_vy2 << 9;
				if (w_svy2 >= w_cvxy2)
					r_dout <= 3'b010;
				else if (w_svx2 >= w_cvxy2)
					r_dout <= 3'b001;
				else if (w_vx[7] ^ w_vy[7])
					r_dout <= 3'b011;
				else
					r_dout <= 3'b100;
				r_ovalid <= 1'b1;
				if (index == ALEN - 2) begin
					state <= s_RECEIVING;
					index <= 0;
				end else	begin
					index <= index + 2'b10;
					state <= s_PROCESSING0;
				end
			end
		endcase
	end
end
assign w_vx = ps[index];
assign w_vy = ps[index+1];
assign o_dir = r_dout;
assign o_valid = r_ovalid;
endmodule 
==> ./run.sh <==
#!/bin/bash
# OpenROAD 26Q1-2900-gdf79404cd8, Yosys 0.63+post, stock flow scripts
make -C /OpenROAD-flow-scripts/flow DESIGN_CONFIG=/design/flow/config.mk WORK_HOME=/design/flow/orfs finish
==> ./config.mk <==
export PLATFORM = sky130hd
export DESIGN_NAME = dir_detector
export DESIGN_NICKNAME = dir_detector
export VERILOG_FILES = /design/flow/design.v
export SDC_FILE = /design/flow/constraint.sdc
export NUM_CORES = 4
export LEC_CHECK = 1
export CORE_UTILIZATION = 50
export SYNTH_HDL_FRONTEND = slang
==> ./constraint.sdc <==
current_design dir_detector

set clk_period 34.8
set clk_io_pct 0.2

create_clock -name clk0 -period $clk_period [get_ports {i_clk}]

set non_clock_inputs [all_inputs -no_clocks]
set_input_delay [expr $clk_period * $clk_io_pct] -clock clk0 $non_clock_inputs
set_output_delay [expr $clk_period * $clk_io_pct] -clock clk0 [all_outputs]
==> run notes <==
The run has ended; figures from its reports follow.

The number of setup violations in the final report is 0. The cell count after synthesis came out at 5549. The clock latency at the later pin of the worst-skew pair is approximately 0.9 ns.

In this run, synthesis inferred around 2000 flip-flops with an integrated enable. In the routed design, unresolved DRC markers number 0. Per the layout report, the design carries roughly 15000 filler cells. Across every metal layer, demand over resource in global routing totals 0.355. The number of I/O port buffers came out at 14. The family of cells with the greatest summed delay on the critical path is buffers and inverters. The critical path launch point type is a flip-flop.

The total clock sinks is between 1500 and 2000. IR analysis of the VDD net gives a maximum drop of 0.223 mV. The flow ran to the end, and the final reports show no timing, DRC or antenna violations. The pre-CTS setup slack is between 20 and 25 ns.

The routed via count came out at between 50000 and 60000. The mapped cell area is 0.102 sq mm. The max-capacitance violation count came out at 0.

The overall chip area came out at about 0.2 sq mm. The number of global-route vias before repair came out at around 64000. The final critical path time including I/O delays and setup is ~13 ns.

The maximum buffer depth of the clock tree is 3. The ratio of total power to cell area is slightly above 70 mW/mm^2. The data required time of the worst path came out at approximately 35 ns.

Setup repair after global routing left no endpoint under its margin. Yosys attributes the largest share of cell area to sky130_fd_sc_hd__edfxtp_1 58%, sky130_fd_sc_hd__mux4_2 24%, sky130_fd_sc_hd__fa_1 2.9%, sky130_fd_sc_hd__ha_1 2.3%, sky130_fd_sc_hd__nor2_1 1.2%. The detailed router's first-iteration violation count is 4529. The post-route standard cell area excluding fillers came out at ~0.11 sq mm. The pin count of the biggest net entering global routing came out at around 120. The synthesized area per cell is between 15 and 20 sq um. The global-route wire length before repair came out at 456 mm. The synthesized chip area reported by yosys is between 0.1 and 0.15 sq mm. The critical path's slowest stage uses the library cell sky130_fd_sc_hd__dfxtp_4. OpenROAD emitted warnings numbering around 42.

The number of hold violations in the final report came out at 0. Per the post-CTS timing run, clock transition at the registers of the reported paths is 0.06 ns. The peak clock frequency supported by timing came out at 79.9 MHz. In the final run the clock tree shows a worst skew of between 0.06 and 0.07 ns. The TritonCTS clock tree is yes. The final design utilization came out at 0.557. The remaining number of nets flagged by the antenna check after routing came out at 0. The headroom to the max-slew limit is 0.228. The layout cell share with drive strength beyond 1 is 0.311.

Per the OpenROAD floorplan log, the width of the die is 453 um. The fraction of synthesized cell area taken by the top area cell type is 0.582. The worst setup path is captured at a flip-flop. The post-place instance area came out at ~0.11 sq mm. The die height is around 450 um. After detailed placement, the design holds a cell count of between 8000 and 9000. The critical setup path kind is reg -> reg.

Routability-driven placement finished with a final weighted congestion of between 0.9 and 1. For this block, the routed nets add up to ~320 mm of wire. The leakage power total is 36.4 nW. Among all flip-flop cells after synthesis, the most frequent one is sky130_fd_sc_hd__edfxtp_1. The async set-reset flop share out of synthesis is 0. The warning count from the yosys run came out at 0. The final count of pins violating max slew is 0. For this run, the number of standard cells in the final layout without fillers is around 8600. The standard-cell row count is around 170. Of the synthesized area, sequential elements account for 0.586.

The effective utilization at floorplan came out at 0.503. The multi-input combinational cell area came out at between 0.03 and 0.04 sq mm. The I/O pin count is 15. The share of the cycle needed by the critical path after routing is 0.360.

The distinct cell type count of the synthesized netlist is a little over 90. The initial antenna violation count came to 20. The H-tree generated during clock tree synthesis spans 4 levels. The total of cells resized after clock tree synthesis is 0. The cell that appears most often on the critical path is sky130_fd_sc_hd__inv_1. The ratio of routed vias to standard cells is 6.74. The transition time recorded at the tightest slew-check pin is approximately 1.2 ns. STA reports the tightest min-delay check as being of type reg -> reg. The post-synthesis cell count from yosys came out at roughly 5500. The detailed-placement wirelength estimate is ~210 mm. Buffers inserted to repair hold after CTS numbered 0. The number of setup buffers added after CTS is 0.

The area taken by flip-flops and latches is 0.0596 sq mm. The critical-path maximum fanout is 42. The detailed-routing iteration count for the pre-antenna-repair pass is 24. The cell at the root of the clock tree is sky130_fd_sc_hd__clkbuf_16.

The final total negative setup slack is 0 ns. The buffering stage count on the worst path with inverters included came out at 12. The final setup slack of the worst path came out at 22.28 ns.

The highest cell delay on the worst timing path is roughly 0.87 ns. The area growth from synthesis to layout is 10.9%. The cell type with the largest total area after synthesis is sky130_fd_sc_hd__edfxtp_1.

The remaining global-route overflow is 0. The area of the core region is 0.202 sq mm. The data arrival time of the critical path came out at ~13 ns. The synthesis-stage register bit count is 1990. The routed length per placed instance is 36.6 um.

The number of buffers inserted during clock tree synthesis came out at between 200 and 250.
## final cells by class
type / instances / share of cell area
antenna: 7 / 0.000156
clock buffer: 264 / 0.0485
clock inverter: 115 / 0.0101
inverter: 272 / 0.00910
multi-input combinational: 2911 / 0.345
sequential: 1990 / 0.529
tap: 2672 / 0.0297
timing repair buffer: 400 / 0.0281
## layer usage
layer  GRT usage  vias to the layer above  wire [um]
met5      0.0331                        -       1080
met1       0.454                    29700      96500
met3       0.266                      800      57000
li1            -                    23500          -
met2       0.482                     4145     143000
met4       0.145                       46      18300
## final timing paths
check / endpoint / from / depth (start not counted) / slack, ns
hold / removal: o_valid / state[2] / 3 / 0.56
setup / recovery: w_vxy2[15] / index[0] / 37 / 22.28
setup reg to reg: w_vxy2[15] / index[0] / 37 / 22.28
hold reg to reg: o_valid / state[2] / 3 / 0.56
## cells in the mapped netlist, types with 12 or more instances
master and count:
sky130_fd_sc_hd__a2111oi_0 12, sky130_fd_sc_hd__a21o_1 40, sky130_fd_sc_hd__a21oi_1 85, sky130_fd_sc_hd__a221oi_1 18, sky130_fd_sc_hd__a22oi_1 77, sky130_fd_sc_hd__a311oi_1 12, sky130_fd_sc_hd__a31oi_1 28, sky130_fd_sc_hd__and2_1 30
sky130_fd_sc_hd__and3_1 26, sky130_fd_sc_hd__buf_2 124, sky130_fd_sc_hd__buf_4 95, sky130_fd_sc_hd__buf_6 45, sky130_fd_sc_hd__clkbuf_1 100, sky130_fd_sc_hd__dfxtp_1 20, sky130_fd_sc_hd__edfxtp_1 1970, sky130_fd_sc_hd__fa_1 146
sky130_fd_sc_hd__ha_1 183, sky130_fd_sc_hd__inv_1 265, sky130_fd_sc_hd__mux2_2 29, sky130_fd_sc_hd__mux2i_1 75, sky130_fd_sc_hd__mux4_2 1095, sky130_fd_sc_hd__nand2_1 227, sky130_fd_sc_hd__nand3_1 77, sky130_fd_sc_hd__nand4_1 35
sky130_fd_sc_hd__nor2_1 336, sky130_fd_sc_hd__nor2b_1 32, sky130_fd_sc_hd__nor3_1 39, sky130_fd_sc_hd__o2111ai_1 13, sky130_fd_sc_hd__o211ai_1 12, sky130_fd_sc_hd__o21ai_0 47, sky130_fd_sc_hd__o21bai_1 15, sky130_fd_sc_hd__xnor2_1 52
sky130_fd_sc_hd__xor2_1 23
## state kept, by name, indices dropped and copies added (netlist names), named ones only
signal,count
ps,1920
w_vx2,15
w_vxy2,17
o_dir,3
state,3
index,8
o_valid,1
w_vy2,15
## power breakdown
group	leakage [nW]	internal, mW	switching [mW]
registers	17.9	2.83	0.00788
logic	15.3	1.25	1.67
clock network	3.19	1.22	0.959
total	36.4	5.29	2.64
## metrics by stage
step	hold slack, ns	power [mW]
2_1_floorplan	0.447	5.11
3_3_place_gp	0.536	5.80
3_5_place_dp	0.548	5.81
4_1_cts	0.559	7.99
5_1_grt	0.604	8.40
6_report	0.558	7.93
## worst reg2reg max path: cells and delay by family, from the launching register on
family	cells	cell delay (ns)
buf+inv	12	3.51
compound gates	10	2.58
xor+xnor	2	0.39
simple gates	4	0.55
mux	2	1.19
flops	1	0.87
fa+ha+maj	7	3.16
## logic make-up (layout without fill, tap and decap cells)
group           count (synthesis)  in the layout  synth area share
fa+ha+maj                     329            329            0.0513
flops                        1990           1990             0.586
compound gates                453            453            0.0318
mux                          1199           1199             0.253
simple gates                  853            853            0.0380
other cells                     0              7                 0
xor+xnor                       77             77           0.00679
buf+inv                       648           1051            0.0324
## cells in the final DEF (no fill, tap or decap), types with 85 or more instances in the layout
| master | netlist | layout |
|---|---|---|
| sky130_fd_sc_hd__mux4_2 | 1095 | 1095 |
| sky130_fd_sc_hd__clkbuf_16 | 0 | 209 |
| sky130_fd_sc_hd__fa_1 | 146 | 146 |
| sky130_fd_sc_hd__nand2_1 | 227 | 221 |
| sky130_fd_sc_hd__a21oi_1 | 85 | 85 |
| sky130_fd_sc_hd__edfxtp_1 | 1970 | 1970 |
| sky130_fd_sc_hd__nor2_1 | 336 | 332 |
| sky130_fd_sc_hd__inv_1 | 265 | 263 |
| sky130_fd_sc_hd__ha_1 | 183 | 182 |
| sky130_fd_sc_hd__buf_4 | 95 | 377 |
Power and IR drop assume default switching activity.
