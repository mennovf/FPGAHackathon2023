==> ./design.v <==
module demod16(i_clk, i_data, i_rst, i_enb, o_data, o_valid);
localparam ALEN = 256;
	input i_clk;
	input [7:0] i_data;
	input i_rst;
	input i_enb;
	output [7:0] o_data;
	output o_valid;
wire signed [7:0] wi0;
wire signed [7:0] wq0;
wire signed [7:0] wi1;
wire signed [7:0] wq1;
reg r_ovalid;
reg [7:0] r_odata;
reg signed [7:0] ps[ALEN];
reg [7:0] index = 0;
reg signed [1:0] bi0;
reg signed [1:0] bq0;
reg signed [1:0] bi1;
reg signed [1:0] bq1;
reg [7:0] counter;
reg signed [31:0] num[4];
reg signed [31:0] denom[4];
wire signed [31:0] result[4];
typedef enum {s_RECEIVING, s_QAM, s_QAMW} qam_state;
qam_state 					           state          = s_RECEIVING;
always @(posedge i_clk) begin
	if (i_rst) begin
		state <= s_RECEIVING;
		index <= 0;
		r_ovalid <= 1'b0;
	end else begin
		r_ovalid <= 1'b0;
		case (state)
			s_RECEIVING: begin
				r_ovalid <= 1'b0;
				if (i_enb) begin
					ps[index] <= i_data;
					if (index == ALEN - 1) begin
						index <= 0;
						state <= s_QAM;
					end else
						index <= index + 1'b1;
				end
			end
			s_QAM: begin
				if (wq0 < -84)
					bq0 = 2'b11;
				else if (wq0 < 0)
					bq0 = 2'b10;
				else if (wq0 < 85)
					bq0 = 2'b01;
				else
					bq0 = 2'b00;
				if (wi0 < -84)
					bi0 = 2'b00;
				else if (wi0 < 0)
					bi0 = 2'b01;
				else if (wi0 < 85)
					bi0 = 2'b10;
				else
					bi0 = 2'b11;
				if (wq1 < -84)
					bq1 = 2'b11;
				else if (wq1 < 0)
					bq1 = 2'b10;
				else if (wq1 < 85)
					bq1 = 2'b01;
				else
					bq1 = 2'b00;
				if (wi1 < -84)
					bi1 = 2'b00;
				else if (wi1 < 0)
					bi1 = 2'b01;
				else if (wi1 < 85)
					bi1 = 2'b10;
				else
					bi1 = 2'b11;
				r_ovalid <= 1'b1;
				r_odata <= {bi1, bq1, bi0, bq0};
				if (index == ALEN - 4) begin
					state <= s_RECEIVING;
					index <= 0;
				end else begin
					index <= index + 4;
					state <= s_QAM;
				end
			end
		endcase
	end
end
	assign wi0 = ps[index];
	assign wq0 = ps[index + 1];
	assign wi1 = ps[index + 2];
	assign wq1 = ps[index + 3];
	assign o_data = r_odata;
	assign o_valid = r_ovalid;
endmodule
==> ./run.sh <==
#!/bin/bash
# OpenROAD 26Q1-2900-gdf79404cd8, Yosys 0.63+post, stock flow scripts
make -C /OpenROAD-flow-scripts/flow DESIGN_CONFIG=/design/flow/config.mk WORK_HOME=/design/flow/orfs finish
==> ./config.mk <==
export PLATFORM = sky130hd
export DESIGN_NAME = demod16
export DESIGN_NICKNAME = demod16
export VERILOG_FILES = /design/flow/design.v
export SDC_FILE = /design/flow/constraint.sdc
export NUM_CORES = 4
export LEC_CHECK = 1
export CORE_UTILIZATION = 30
export SYNTH_HDL_FRONTEND = slang
==> ./constraint.sdc <==
current_design demod16

set clk_period 481.0
set clk_io_pct 0.2

create_clock -name clk0 -period $clk_period [get_ports {i_clk}]

set non_clock_inputs [all_inputs -no_clocks]
set_input_delay [expr $clk_period * $clk_io_pct] -clock clk0 $non_clock_inputs
set_output_delay [expr $clk_period * $clk_io_pct] -clock clk0 [all_outputs]
==> impl_metrics.yaml <==
# implementation run metrics
synth:
  topCellsByArea: "edfxtp_1 50%, mux4_2 37%, nand2_1 2.3%"
  ys_ff: 2075
  syn_area_mm2: 0.125
  synth_area_per_cell_um2: 17.0
  synth_cell_types: 76
  yosysChipArea_mm2: 0.125
  synth-warning-count: 0
  synth_top_area_share_pct: 49.6
  ys_cells: 7342
  async_flop_share_pct: 0
  edf_count: 2056
  yosysSeqAreaShare_pct: 49.9
  syn_inst: 7342
  yosysTopAreaCell: "edfxtp_1"
  synth-main-ff-cell: "edfxtp_1"
global_route:
  grt_max_degree: 92
  grt_pass1_wl_um: 775000
  grt_pass1_vias: 88791
  grt_overflow: 0
  gr-usage-all-layers_pct: 29.4
  antenna_found_initial: 73
cells_and_area:
  final_cells: 12993
  final_common_cell: "edfxtp_1"
  synthToLayoutAreaGrowth_pct: 11.9
  layout-drive-gt1-share_pct: 38.3
  post-route-util_pct: 33.7
  lay_top_cells: "2,056 x edfxtp_1, 2,032 x mux4_2, 769 x nand2_1"
timing:
  post-route-period-util_pct: 20.6
  period_minus_slack_ns: 99.22
  fmax_mhz: 10.1
  maxSlewHeadroom_pct: 8.10
  worst_pin_slew_ns: 1.34
  clock_skew_ns: 0.0682
  grt_setup_unrepaired: "no"
  finalHoldViolCount: 0
  whs_ns: 0.636
  maxSlewViolCount: 0
  finalSetupViolCount: 0
  fin_setup_tns_ns: 0
setup_path:
  cp_common_cell: "buf_4"
  cp_slowest_cell: "nand3_2"
  crit_required_ns: 481.56
  arrival_ns: 99.78
  reg2regPathDepth: 18
  start_kind: "primary input"
  cp_slowest_stage_delay_ns: 0.87
  critical_path_class: "primary input to register"
  crit_chain: "clkdlybuf4s50_1 > nand2_1 > nor2_2 > buf_4 > nand3_2 > buf_4 > nor2_1"
  cp_max_fo: 19
  endpoint_kind: "register"
power_and_ir_drop:
  pwr-share-comb_pct: 18.2
  p_switching_uw: 131
  power_density_mw_per_mm2: 3.31
  totalPowerFinal_uw: 461
  irDropWorstVdd_v: 0.00000300
  seq_power_share_pct: 43.2
  p_int_uw: 330
  swShare_pct: 28.4
  leakage_nw: 41.1
  clock_power_share_pct: 38.5
die:
  die-area_mm2: 0.418
  fp.dieH_um: 646
  fp.dieW_um: 646
  num_io_pins: 20
  row_count: 236
  fp_util_pct: 30.1
  core_region_area_mm2: 0.413
clock_network:
  cts_resized: 0
  cts_root_buf: "clkbuf_16"
  tritoncts: "yes"
  clk_pin_slew_worst_paths_ns: 0.06
  clk_path_buf_depth: 4
  cts_made_buffers: 216
  insertion_delay_ns: 0.94
  ctsHtreeMaxLevel: 4
  post-cts-setup-buffers: 0
  cts_sinks: 2075
  postCtsHoldBufs: 0
outcome:
  status: "complete, no violations"
placement:
  io_buffers: 19
  dp.cells: 12512
  place_congestion: 1.07
  dpl.hpwl_um: 407000
worst_hold_path:
  hold_path.class: "register to register"
  hold_depth: 2
detailed_routing:
  drc: 0
  drtAntennaViolNets: 0
  wl_per_cell_um: 44.4
  drt_iter0_markers: 8585
  vias_per_cell: 6.61
  first_pass_iters: 6
  routed_wl_um: 577000
  vias: 85936
flow_run:
  warning_count: 33
  maxCapViolCount: 0
-- per-stage QoR --
stage / worst slack (ns) / cell area (µm²)
after CTS: 382.08 / 139000
after global routing: 381.85 / 139000
final: 381.78 / 139000
after floorplan: 383.08 / 125000
after global placement: 381.10 / 132000
after detailed placement: 381.11 / 132000
-- per-layer routing --
metal	GRT usage (%)	part of all wire (%)	wire length (µm)
met5	7.64	0.65	3770
met4	17.1	7.4	42600
met3	27.8	22	125000
met2	39.3	43	246000
met1	28.6	28	160000
-- layout make-up --
| class | instances | area, µm² |
|---|---|---|
| Fill cell | 38476 | 274000 |
| Sequential cell | 2075 | 62100 |
| Multi-Input combinational cell | 4551 | 59300 |
| Tap cell | 5474 | 6850 |
| Clock buffer | 241 | 5560 |
| Timing Repair Buffer | 390 | 3230 |
| Clock inverter | 161 | 1870 |
| Antenna cell | 79 | 198 |
| Inverter | 22 | 95.1 |
-- synth_stat cells (13+ instances only) --
library cell  instances
a2111oi_0            17
a211oi_1             18
a21oi_1              62
a22oi_1              16
a311oi_1             44
a31oi_1              68
a32oi_1              40
and3_1               72
buf_1                75
buf_2               223
buf_4               107
buf_6                18
clkbuf_1            271
dfxtp_1              19
edfxtp_1           2056
ha_1                 14
inv_1                15
mux2i_1             152
mux4_2             2032
nand2_1             772
nand3_1             229
nand4_1              65
nor2_1              633
nor2b_1              13
nor3_1               40
o211ai_1             15
o21ai_0              63
o22ai_1              14
xnor2_1              14
xor2_1               13
-- power by group through the flow --
stage     Sequential [mW]  Clock [mW]  Combinational, mW
5_1_grt             0.199       0.185             0.0852
6_report            0.199       0.178             0.0842
4_1_cts             0.199       0.179             0.0812
-- cells by family (layout without fill, tap and decap cells) --
logic type,count (synthesis),count (layout),share of synthesized area [%]
other,0,79,0
flip-flops,2075,2075,49.9
buffers and inverters,716,814,2.81
XOR/XNOR,28,28,0.203
adder cells (fa/ha/maj),14,14,0.141
multiplexers,2195,2195,38.1
AND-OR/OR-AND,444,444,2.54
AND/OR/NAND/NOR,1870,1870,6.32
-- worst paths after layout --
path | start | endpoint | slack [ns]
max | i_enb | ps[117][1] | 381.78
max reg2reg | index[0] | o_data[0] | 471.95
min reg2reg | state[0] | index[1] | 0.64
min | state[0] | index[1] | 0.64
-- flip-flops by register name (all words and copies together) (netlist names), named ones only --
| name | flops |
|---|---|
| index | 8 |
| state | 2 |
| o_data | 8 |
| ps | 2048 |
| o_valid | 1 |
-- critical path: cells and delay by family --
kind                   cells  cell delay [ns]
and+or+nand+nor            4             1.88
buffers and inverters      3             1.63
Power is estimated from default activity; no workload was simulated.
