[./constraint.sdc]
current_design rgb2gray

set clk_period 109.6
set clk_io_pct 0.2

create_clock -name clk0 -period $clk_period [get_ports {i_clk}]

set non_clock_inputs [all_inputs -no_clocks]
set_input_delay [expr $clk_period * $clk_io_pct] -clock clk0 $non_clock_inputs
set_output_delay [expr $clk_period * $clk_io_pct] -clock clk0 [all_outputs]
[./run.sh]
#!/bin/bash
# OpenROAD 26Q1-2900-gdf79404cd8, Yosys 0.63+post, stock flow scripts
make -C /OpenROAD-flow-scripts/flow DESIGN_CONFIG=/design/flow/config.mk WORK_HOME=/design/flow/orfs finish
[./design.v]
module rgb2gray(i_clk, i_rst, i_enb, i_RGB, o_gray, o_valid);
  localparam INPUT_LENGTH = 243;
	input i_clk;
	input i_rst;
	input i_enb;
	input [7:0] i_RGB;
	output [7:0] o_gray;
	output o_valid;
	reg [31:0] result;
	reg [7:0] index;
   reg [7:0] ps[INPUT_LENGTH];
	reg [7:0] r_gray;
	reg [22:0] r;
	reg [22:0] g;
	reg [22:0] b;
	reg r_valid;
	wire [7:0] inr;
	wire [7:0] ing;
	wire [7:0] inb;
  typedef enum {s_RECEIVING, s_PROCESSING} dir_state;
  dir_state state = s_RECEIVING;
   always @(posedge i_clk) begin
      if (i_rst) begin
         index <= 0;
         state <= s_RECEIVING;
         r_valid <= 1'b0;
      end
		else begin
			r_valid <= 1'b0;
        case (state)
          s_RECEIVING: begin
				 r_valid <= 1'b0;
             if (i_enb) begin
                ps[index][7:0] <= i_RGB;
                if (index == INPUT_LENGTH - 1) begin
                   index <= 0;
                   state <= s_PROCESSING;
					 end
                else begin
                  index <= index + 1'b1;
                end
             end
          end
          s_PROCESSING: begin
				r = inr * 22'd1225;
				g = ing * 22'd2404;
				b = inb * 22'd467;
				r_gray <= (22'd2048 + r + g + b) >> 12;
				r_valid <= 1'b1;
				if (index == INPUT_LENGTH-3) begin
					state <= s_RECEIVING;
					index <= 0;
				end else begin
					index <= index + 3;
				end
          end
        endcase
      end
   end  
	assign inr = ps[index+0];
	assign ing = ps[index+1];
	assign inb = ps[index+2];
	assign o_gray = r_gray;
	assign o_valid = r_valid;
endmodule 
[./config.mk]
export PLATFORM = sky130hd
export DESIGN_NAME = rgb2gray
export DESIGN_NICKNAME = rgb2gray
export VERILOG_FILES = /design/flow/design.v
export SDC_FILE = /design/flow/constraint.sdc
export NUM_CORES = 4
export LEC_CHECK = 1
export CORE_UTILIZATION = 30
export SYNTH_HDL_FRONTEND = slang
==> out/metrics.csv <==
stage,metric,value,unit
critical_path,CP Launch Type,input port,
routing,drt pass-1 iters,7,
placement,dpl cells,10200,
global_routing,initial antenna violation count,42,
routing,initial DRC count,5732,
synth,yosys xor share,0.00244,
die,FP Core Util,0.302,
clock_tree,cts repair resizes,0,
min_path,Hold Crit Start,state[0]$_DFF_P_,
power_and_ir_drop,Comb power frac,0.314,
die,die area,374000,um2
final_timing,Final WS setup,84.99,ns
synth,Synthesis Warnings,0,
run_status,status,finished clean,
global_routing,vias in the first global route,70900,
placement,Placement Setup Slack,84.19,ns
power_and_ir_drop,Leak,36.9,nW
run,tool warnings,37,
critical_path,FF-to-FF path depth,37,
synth,yosys stat cell total,5522,
routing,Final ANT Viol Nets,0,
clock_tree,htree depth,4,
power_and_ir_drop,Tot Pwr,2.29,mW
clock_tree,CTS max path bufs,4,
global_routing,GR Util All Layers,0.235,
synth,"area leader, netlist",edfxtp_1,
routing,via count,65000,
critical_path,flop-to-flop setup slack,96.74,ns
power_and_ir_drop,Net Sw Power,0.716,mW
cells_and_area,utilization after layout,0.337,
synth,Dominant Register Cell,edfxtp_1,
routing,drt via density,6.12,
power_and_ir_drop,VDD IR max,0.0676,mV
global_routing,first-pass GRT wire length,565000,um
clock_tree,clock-pin slew on the worst setup and hold paths,0.06,ns
clock_tree,# hold bufs at CTS,0,
final_timing,f_max,0.0406,GHz
synth,Post-synth EDFFs,1952,
die,row cnt,223,
min_path,hold depth,2,
final_timing,final setup violating endpoints,0,
synth,top cells by area,"edfxtp_1 (53%), mux4_2 (37%), ha_1 (1.5%), fa_1 (1.5%), nor2_1 (0.96%)",
global_routing,largest net degree at the start of global routing,94,
power_and_ir_drop,Clock Power Share,0.314,
clock_tree,CTS tree,built,
power_and_ir_drop,Net Sw Frac,0.313,
synth,ao+oa area frac,0.0127,
synth,cell area after synthesis,111000,um2
synth,Top cell area share,0.526,
routing,final routed DRC violation total,0,
cells_and_area,Filler cells,34100,
placement,"Cell Area, Placed",118000,um2
final_timing,worst relative slew slack,0.315,
synth,Syn Inst Count,5522,
final_timing,worst slew pin tran,1.02,ns
synth,Main logic family,multiplexers,
final_timing,clock skew,0.0771,ns
cells_and_area,Layout Area Growth over Synthesis,11.7,%
power_and_ir_drop,Internal,1.58,mW
routing,detailed-route wire length per cell,38.4,um
min_path,hold endpoint,state[0]$_DFF_P_,
placement,dpl hpwl,289000,um
synth,Syn Area/Cell,20.2,um2
synth,flops out of synthesis,1971,
die,core area,369000,um2
clock_tree,# clock sinks,1971,
placement,GP Congestion,1.03,
clock_tree,post-CTS setup repair buffer count,0,
critical_path,CP endpoint kind,register,
synth,simple-gate share of the synthesized area,0.0202,
final_timing,crit path time final,24.61,ns
clock_tree,Insertion Delay late pin,0.92,ns
critical_path,R2R Path End,o_gray[7]$_DFFE_PP_,
synth,area fraction in mux cells,0.380,
placement,IO Port Bufs,19,
synth,Synth Seq Share,0.529,
die,Die Height,611,um
die,Top Ports,20,
min_path,Hold WC Path Type,reg -> reg,
critical_path,Crit Path Max Fanout,8,
cells_and_area,Post-Layout Cell Count,10600,
final_timing,"Period Utilization, post-route",0.225,
cells_and_area,most frequent logic cell in the layout,edfxtp_1,
synth,Synth Area in Adders,0.0297,
global_routing,grt total ovfl,0,
synth,Post-synth ARST share,0,
critical_path,type of the worst setup path,in -> reg,
cells_and_area,cell area after layout,125000,um2
power_and_ir_drop,share of power burned in registers,0.372,
cells_and_area,share of post-route cells with drive strength above 1,0.432,
synth,yosys stat area,111000,um2
critical_path,CP arrival,25.12,ns
final_timing,setup TNS,0,ns
synth,Yosys cell types,65,
final_timing,RSZ-0062 raised after global routing,false,
run,MaxCap Viol Count,0,
clock_tree,CTS root buf,clkbuf_16,
critical_path,CP required,110.12,ns
routing,final wirelength,408000,um
die,Die X,611,um
final_timing,hold_ws,0.473,ns
cells_and_area,most numerous logic cells after layout,"edfxtp_1 (1952), mux4_2 (1853), nor2_1 (285)",
critical_path,r2r startpoint,index[1]$_SDFFE_PP0P_,
final_timing,max-slew violation count,0,
final_timing,final hold violation count,0,
power_and_ir_drop,Power Dens Cells,18.4,nW/um2
clock_tree,CTS Buf Count,209,
-- layout make-up --
cell class	instances	area (um2)	area share
diodes	20	50.0	0.000402
flip-flops and latches	1971	59000	0.474
clock inverters	133	1480	0.0119
inverters	153	583	0.00468
repair buffers	237	2040	0.0164
clock buffers	246	5400	0.0434
multi-input cells	2906	49800	0.400
well taps	4950	6190	0.0497
-- flip-flops by register name, indices dropped and copies added, names as in the netlist, named ones only --
name,count
index,8
o_gray,8
o_valid,1
ps,1944
state,2
-- kinds of logic (layout without fill, tap and decap cells) --
kind of cell             count (synthesis)  in the layout
multiplexers                          1915           1915
adder cells (fa/ha/maj)                216            216
AND-OR/OR-AND                          204            204
flip-flops                            1971           1971
AND/OR/NAND/NOR                        540            540
buffers and inverters                  645            769
XOR/XNOR                                31             31
other                                    0             20
-- worst max-delay path by stage --
stage / from / end / slack (ns) / depth (start not counted)
global route: i_enb / ps[235][1]$_DFFE_PP_ / 84.89 / 6
CTS: i_enb / ps[235][1]$_DFFE_PP_ / 85.10 / 6
finish: i_enb / ps[27][4]$_DFFE_PP_ / 84.99 / 6
-- Yosys cell counts, drive strengths merged, types with 11 or more instances --
cell type / number
a211oi: 29
a21o: 11
a21oi: 27
a22oi: 11
a311oi: 17
a31oi: 20
buf: 223
clkbuf: 269
dfxtp: 19
edfxtp: 1952
fa: 81
ha: 135
inv: 152
mux2: 11
mux2i: 51
mux4: 1853
nand2: 150
nand3: 25
nor2: 285
nor2b: 19
nor3: 17
o21ai: 31
xnor2: 18
xor2: 13
-- critical path, stage by stage --
cell	delay [ns]
clkdlybuf4s50_1	0.68
nand2_1	0.20
nor3_1	0.41
nand2_1	0.73
buf_4	0.52
nor2_1	0.62
-- power by group through the flow --
stage	logic [mW]	registers (mW)	clock network [mW]
final	0.720	0.853	0.719
after global routing	0.805	0.853	0.753
after CTS	0.730	0.853	0.727
-- metal layers --
layer  vias to the layer above  global-route usage  part of all wire
met4                        68              0.0983             0.056
met2                      6027               0.329              0.44
met1                     33600               0.230              0.28
met3                       889               0.223              0.21
met5                         -              0.0458            0.0048
li1                      24400                   -                 -
No activity file was given, so power comes from the tool's default toggle rates.
